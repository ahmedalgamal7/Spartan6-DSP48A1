===== ./run.sh =====
#!/bin/bash
# OpenROAD 26Q1-2900-gdf79404cd8, Yosys 0.63+post, stock flow scripts
make -C /OpenROAD-flow-scripts/flow DESIGN_CONFIG=/design/flow/config.mk WORK_HOME=/design/flow/orfs finish

===== ./design.v =====
module combine (in,clk,CE,RST,out);
parameter sel =0;
parameter size=18;
parameter rsttype="sync";
input [size-1:0] in;
input clk,RST,CE;
output [size-1:0] out;
reg [size-1:0] outflip,outflip1;
wire [size-1:0] outfinal;
always @ (posedge clk) begin
    if(CE) begin
    if (RST)
    outflip<=0;
    else
outflip<=in;
    end
end
always @ (posedge clk,posedge RST) begin
    if (RST)
    outflip1<=0;
    else
    if (CE)
outflip1<=in;
end
assign outfinal =(rsttype=="sync")? (outflip): (outflip1);
assign out= (sel==0)?in:outfinal; 
endmodule
module mux2 (a,b,out1);
parameter size=18;
parameter sel1="DIRECT";
input [size-1:0] a,b;
output reg [size-1:0] out1;
always @ (*) begin 
    if (sel1=="DIRECT")
    out1=a;
    else if (sel1=="CASCADE")
    out1=b;
    else out1=0;
end
endmodule
module mux4 (a,b,c,d,sel2,out2);
parameter size=48;
input [size-1:0] a,b,c,d;
input [1:0] sel2;
output reg [size-1:0] out2;
always @ (*) begin
    case(sel2)
    0:out2=a;
    1:out2=b;
    2:out2=c; 
    default:out2=d;
    endcase 
end
endmodule
module DSP (A,B,D,C,clk,CARRYIN,OPMODE,BCIN,RSTA,RSTB,RSTM,RSTP,RSTC,RSTD,RSTCARRYIN,RSTOPMODE,CEA,CEB,CEM,CEP,CEC,CED,CECARRYIN,
CEOPMODE,PCIN,BCOUT,PCOUT,P,M,CARRYOUT,CARRYOUTF);
parameter A0REG=0;
parameter A1REG=1;
parameter B0REG=0;
parameter B1REG=1;
parameter CREG=1;
parameter DREG=1;
parameter MREG=1;
parameter PREG=1;
parameter CARRYINREG=1;
parameter CARRYOUTREG=1;
parameter OPMODEREG=1;
parameter CARRYINSEL="OPMODE5";
parameter B_INPUT="DIRECT";
parameter rsttype="sync";
input [17:0] A,B,D,BCIN;
input [47:0] C,PCIN;
input [7:0] OPMODE;
input clk,CARRYIN,RSTA,RSTB,RSTM,RSTP,RSTC,RSTD,RSTCARRYIN,RSTOPMODE,CEA,CEB,CEM,CEP,CEC,CED,CECARRYIN,CEOPMODE;
output [17:0] BCOUT;
output [47:0] PCOUT,P;
output [35:0] M;
output CARRYOUT,CARRYOUTF;
wire [17:0] d_out,b0_out,a0_out,pre_out,b1_out,a1_out;
wire [17:0] b_before,pre_op;
wire [47:0] c_out;
wire [47:0] X_;
wire [35:0] mult_out;
wire [35:0] m_out;
wire [47:0] M_OUT;
wire [47:0] x_out,z_out;
wire cyi_out;
reg cascade_out;
reg [1:0] flag;
wire [47:0]post_out,post_out1,post_out2;
wire [7:0] OPMODE_OUT;
wire cout,cout1,cout2;
combine #(1,8,"sync") OPMODE_REG (OPMODE,clk,CEOPMODE,RSTOPMODE,OPMODE_OUT);
combine #(1,18,"sync") d_reg (D,clk,CED,RSTD,d_out);
mux2 #(18,"DIRECT") multiplexer (B,BCIN,b_before);
combine #(0,18,"sync") b0_reg (b_before,clk,CEB,RSTB,b0_out);
combine #(0,18,"sync") a0_reg (A,clk,CEA,RSTA,a0_out);
combine #(1,48,"sync") c_reg (C,clk,CEC,RSTC,c_out);
assign pre_op=(OPMODE_OUT[6]==0)?(d_out+b0_out):(d_out-b0_out);
assign pre_out=(OPMODE_OUT[4]==0)?b0_out:pre_op;
combine #(1,18,"sync") b1_reg  (pre_out,clk,CEB,RSTB,b1_out);
combine #(1,18,"sync") a1_reg(a0_out,clk,CEA,RSTA,a1_out);
assign BCOUT=b1_out;
assign X_={d_out[11:0],a1_out[17:0],b1_out[17:0]};
assign mult_out=a1_out*b1_out;
combine #(1,36,"sync") m_reg (mult_out,clk,CEM,RSTM,m_out);
assign M=m_out;
assign M_OUT=(m_out)&(48'h000fffffffff);
always @ (*) begin
    if (CARRYINSEL=="OPMODE5") begin
    flag=1;
    cascade_out=OPMODE[5];
    end
    else if (CARRYINSEL=="CARRYIN") begin
        flag=2;
    cascade_out= CARRYIN;
    end
    else begin
    cascade_out=0;
    flag=3;
    end
end
combine #(1,1,"sync") CYI(cascade_out,clk,CECARRYIN,RSTCARRYIN,cyi_out);
mux4 #(48) x_mult (48'b0,M_OUT,P,X_,OPMODE_OUT [1:0],x_out);
mux4 #(48) z_mult (48'b0,PCIN,P,c_out,OPMODE_OUT [3:2],z_out);
assign {cout1,post_out1}=x_out+z_out+cyi_out;
assign {cout2,post_out2}=z_out-(x_out+cyi_out);
assign cout =(OPMODE_OUT [7]==0)?cout1:cout2;
assign post_out =(OPMODE_OUT [7]==0)?post_out1:post_out2;
combine #(1,1,"sync") C_cas(cout,clk,CECARRYIN,RSTCARRYIN,CARRYOUT);
assign CARRYOUTF=CARRYOUT;
combine  #(1,48,"sync") P_REG (post_out,clk,CEP,RSTP,P);
assign PCOUT=P;
endmodule

===== ./config.mk =====
export PLATFORM = sky130hd
export DESIGN_NAME = DSP
export DESIGN_NICKNAME = DSP
export VERILOG_FILES = /design/flow/design.v
export SDC_FILE = /design/flow/constraint.sdc
export NUM_CORES = 4
export LEC_CHECK = 1
export CORE_UTILIZATION = 40

===== ./constraint.sdc =====
current_design DSP

set clk_period 12.4
set clk_io_pct 0.2

create_clock -name clk0 -period $clk_period [get_ports {clk}]

set non_clock_inputs [all_inputs -no_clocks]
set_input_delay [expr $clk_period * $clk_io_pct] -clock clk0 $non_clock_inputs
set_output_delay [expr $clk_period * $clk_io_pct] -clock clk0 [all_outputs]

==> results_slide.txt <==
Synthesis and Place & Route Summary

STA
  • Final hold vios: 0
  • Max Clk Rate: 140.2 MHz
  • Max Transition Viols Final: 0
  • Worst-margin pin slew: roughly 0.90 ns
  • Final Setup Violations: 0
  • Final worst clock skew: 0.02431 ns
  • Worst slew margin: roughly 40%
  • RSZ-0062 raised after global routing: no
  • Setup TNS: 0 ns
  • Final min period: 7.134 ns
  • Cycle use final: ~58%

Critical path
  • Worst path slowest cell: a311oi_1
  • Reg2Reg Depth: 21
  • CP max stage delay: 0.55 ns
  • Worst R2R Setup Slack: about 5.4 ns
  • Worst path required time: 12.61 ns
  • CP endpoint kind: flip-flop
  • Worst R2R Start: b1_reg.outflip[3]
  • Crit path from: PCIN[0]
  • Startpoint Class: input pin
  • Worst setup path endpoint: C_cas.outflip
  • Crit path DAT: 7.35 ns
  • CP max FO: 5
  • RR Endpoint: m_reg.outflip[33]
  • Critical path class: input pin to flip-flop
  • Crit-path cells: clkdlybuf4s50_1, a22oi_1, fa_1, inv_1, fa_1, a211oi_1, o211a_1, o21a_1, a31oi_1, o21ai_0, o211ai_1, a311oi_1, nor4_1, a2111oi_0, a311oi_1

Place
  • Hpwl dp: 71380 microns
  • Final GP Congestion: 0.9859
  • Area post-placement: about 0.031 sq mm
  • # port buffers: 326

Synth
  • Synth Flop Type: edfxtp_1
  • Ys cells: 3060
  • Largest type area fraction: 21.09%
  • Synth warn: 9
  • #FFs+latches synth: 195
  • Async set or reset register ratio after synthesis: 0%
  • Cell area leaders: edfxtp_1 21%, fa_1 19%, ha_1 12%
  • Sequential fraction of the synthesis area: approximately a fifth
  • Yosys cell types: between 70 and 80
  • Syn avg cell area: 9.074 sq um
  • Yosys chip area: 0.02777 sq mm
  • Post-Synthesis Cells: 3060
  • Post-synth EDFFs: ~200
  • Area leader, netlist: edfxtp_1
  • Syn Std Cell Area: 0.02777 sq mm

Routing
  • Detail Route Antenna Nets: 0
  • DRT Pass-1 Iters: 5
  • Vias per cell: between 5 and 6
  • DR iter-0 viols: 1226
  • Final wirelength: 90150 microns
  • Inserted Diodes: 0
  • WL/cell: around 22 microns
  • DRC Markers: 0
  • DR vias: 22390

Run status
  • Outcome: finished clean

Floorplan
  • Chip area: about 0.070 sq mm
  • Number of cell rows: 96
  • Core box area: 0.06859 sq mm
  • Top Ports: ~350
  • Die Span X: 265.5 microns
  • Init Core Util: approximately 40%
  • Die Span Y: 265.5 microns

Global route
  • Vias in the first global route: around 22000
  • Total GRT Usage: 27.30%
  • First-pass GRT wire length: 136700 microns
  • Largest net degree at the start of global routing: 53
  • GR Overflow Total: 0
  • Initial antenna violation count: 2

Finish
  • Final Cell Area: 0.03206 sq mm
  • Layout area overhead: 15.47%
  • Share of cells above drive strength 1: 6.063%

Clocking
  • Hold buffers post-CTS: 0
  • CTS resizes: 0
  • Clock-pin slew on the worst setup and hold paths: about 0.090 ns
  • H-tree Lvls: 4
  • Total CTS buffers: 17
  • CTS tree: yes
  • Root Buffer: clkbuf_16
  • Post-CTS setup buffers: 0
  • Max clock buf depth: 2
  • CTS Sinks: 195
  • Clk latency late pin: around 0.5 ns

Power
  • Pwr dens: around 280 mW/mm^2
  • Leakage: 0.01438 uW
  • Worst vdd ir: 480.6 uV

Min path
  • HP Class: flip-flop to flip-flop
  • Hold wc startpoint: CYI.outflip

Job
  • Maxcap violations: 0
  • Tool warnings: ~90
## worst max-delay path: cells and delay by family
kind,cells,cell delay (ns)
AOI/OAI and AO/OA,10,3.36
and+or+nand+nor,1,0.12
adders and majority gates,2,0.84
buffers and inverters,2,0.53
## stage by stage
| step | worst slack (ns) | std cells | hold WS, ns | util, % | power, uW |
|---|---|---|---|---|---|
| final | 5.266 | 4180 | 0.8417 | 46.75 | 8926 |
| after global routing | 4.903 | 4180 | 0.8792 | 46.75 | 9957 |
| after CTS | 5.336 | 4180 | 0.8388 | 46.75 | 8948 |
| after detailed placement | 4.834 | 4148 | 0.8249 | 45.92 | 8307 |
| after global placement | 4.785 | 4148 | 0.8257 | 45.92 | 8310 |
| after floorplan | 6.155 | 3060 | 0.7461 | - | 6414 |
## logic make-up (layout without fill, tap and decap cells)
group                      Yosys count  after routing  share of synthesized area [%]
and+or+nand+nor                    873            873                          15.58
AOI/OAI and AO/OA                  568            568                          14.04
adders and majority gates          528            528                          30.85
DFF                                195            195                          21.09
buffers and inverters              647            836                          9.683
xor gates and xnor gates           132            132                          4.163
muxes                              117            117                          4.596
## registers in the layout, indices dropped and copies added (netlist names)
register	flops
b1_reg.outflip	18
c_reg.outflip	48
C_cas.outflip	1
CYI.outflip	1
m_reg.outflip	36
P_REG.outflip	48
OPMODE_REG.outflip	7
a1_reg.outflip	18
d_reg.outflip	18
## layout make-up
type	instances	area, sq um
Fill cell	6400	36520
Sequential cell	195	5856
Multi-Input combinational cell	2218	19230
Tap cell	931	1165
Clock inverter	15	143.9
Inverter	424	1592
Timing Repair Buffer	380	3649
Clock buffer	17	425.4
## cell usage after synthesis, types with 8 or more instances
cell type / n
and2_1: 143
nor2_1: 185
fa_1: 261
inv_1: 424
a31oi_1: 19
a21oi_1: 143
ha_1: 267
xor2_1: 45
nor2b_1: 134
o21a_1: 16
o22ai_1: 14
nand3_1: 16
a21o_1: 84
edfxtp_1: 195
buf_4: 68
a211o_1: 8
or3_1: 8
a22o_1: 83
xnor2_1: 87
nand2b_1: 12
buf_1: 16
nand2_1: 266
clkbuf_1: 135
o211ai_1: 11
mux2_2: 83
or2_2: 10
mux2i_1: 33
a211oi_1: 24
and3_1: 15
nor3_1: 31
nand4_1: 22
o31ai_1: 14
o21bai_1: 16
o21ai_0: 75
## metal layers
metal,vias up,GRT usage [%],routed length [microns]
met1,10870,37.41,36840
met4,2,5.921,2377
met3,91,11.31,10080
li1,10510,-,-
met2,912,41.72,40840
met5,-,0.1386,13
## report_power, final
group          leakage [uW]  internal [uW]  switching, uW
Combinational        0.0122           3130           4020
Sequential          0.00194           1010            199
Clock              0.000283            267            309
Total                0.0144           4400           4520
## worst min-delay path by stage
stage,end,slack [ns],cells after the start
CTS,P_REG.outflip[0],0.84,2
global route,P_REG.outflip[0],0.88,2
finish,P_REG.outflip[0],0.84,2
## cells in the final DEF (no fill, tap or decap), types with 15 or more instances in the layout
cell type        count
inv_1              424
clkdlybuf4s50_1    322
ha_1               267
nand2_1            266
fa_1               261
edfxtp_1           195
nor2_1             185
and2_1             143
a21oi_1            143
nor2b_1            132
xnor2_1             87
a21o_1              84
mux2_2              83
a22o_1              83
o21ai_0             75
buf_4               54
xor2_1              45
mux2i_1             33
nor3_1              31
a211oi_1            24
nand4_1             22
a31oi_1             19
clkbuf_16           17
o21bai_1            16
nand3_1             16
o21a_1              16
and3_1              15
Power and IR drop assume default switching activity.
